<file path="flow/design.v">
module LIFO
	#(parameter AWF=3,   
	  parameter DW=8    
	)
(
	input wire clk,
	input wire rst,
	input wire en,
	input wire wr,
	input wire [DW-1:0] dat_i,
	output wire [DW-1:0] dat_o,
	output reg [AWF:0] counter,
	output reg [1:0] error,
	output reg empty,
	output reg full
);
	reg [DW-1:0] stack_mem[1:2**AWF];
	reg [AWF:0] SP;
	integer i;
	initial begin
		for(i=1;i<2**AWF+1;i=i+1) begin
			stack_mem[i] = 0;
		end
	end
	always @(posedge clk) begin
		if(rst) begin
			SP <= 2**AWF;
			error <= 0;
		end 
		else if(en) begin
			error <= 0;
			if(wr==1) begin
				if(full==1) begin
					error <= 1;
				end else begin
					stack_mem[SP] <= dat_i;
					SP <= SP - 1;
				end
			end else begin
				if(empty==1) begin
					error <= 2;
				end else begin
				 	SP <= SP + 1;
				end
			end
		end
	end
	assign dat_o = stack_mem[SP+1];
	always @(*) begin
		if(SP==2**AWF) begin
			empty=1;
			full=0;
			counter=0;
		end 
		else if(SP==0) begin
			empty=0;
			full=1;
			counter=2**AWF;
		end else begin
			empty=0;
			full=0;
			counter=2**AWF - SP;
		end
	end
endmodule
module calculator 
	#( parameter MDF=3  
		) 
	(
	input wire clk,
	input wire rst,
	output reg rdy,
	input wire req_valid,
	input wire [2:0] req_instr,
	input wire [31:0] req_operand,
	output wire result_valid,
	output wire [31:0] result,
	output reg [7:0] error
);
	parameter DATA_WIDTH=32; 
	reg en;
	reg wr;
	reg [DATA_WIDTH-1:0] dat_i;
	wire [MDF:0] counter;
	wire [DATA_WIDTH-1:0] dat_o;
	wire [1:0] st_err;
	wire empty;
	wire full;
	LIFO #(MDF,DATA_WIDTH) i_stack(
		.clk(clk),
		.rst(rst),
		.en(en),
		.wr(wr),
		.dat_i(dat_i),
		.dat_o(dat_o),
		.counter(counter),
		.error(st_err),
		.empty(empty),
		.full(full)
	);
	reg [3:0] op_cnt; 	 
	reg [31:0] operand1;  
	reg [31:0] operand2;  
	reg [1:0] st_ctl;  
	reg       st_release;  
	reg [3:0] st_state;  
	localparam st0=4'b0001;   
	localparam st1=4'b0010;   
	localparam st2=4'b0100;   
	localparam st3=4'b1000;   
	always @(posedge clk) begin
		if(rst) begin
			en <= 0;
			wr <= 0;
			op_cnt <= 0;
			st_state <= st0;
		end else begin
			en <= 0;
			wr <= 0;
			case(st_state)
				st0: begin 
					if(st_ctl==1) st_state<=st1; 
					else if(st_ctl==2) st_state<=st2;
				end
				st1: begin  
					en<=1; 
					wr<=1; 
					st_state<=st3; 
				end
				st2: begin  
					wr<=0; 
					operand1<=dat_o; 
					operand2<=operand1; 
					op_cnt <= op_cnt + 1; 
					if(op_cnt <= 1) begin 
						en<=1; 
					end else begin
						en<=0; 
						st_state <= st3; 
						op_cnt <= 0;
					end
				end
				st3: begin  
					if(st_release) st_state<=st0;
				end
				default: st_state<=st0; 
			endcase
		end
	end
	reg [31:0] alg_result; 
	reg [2:0] alg_ctl; 
	reg       alg_release; 
	reg [5:0] alg_state; 
	localparam alg0=6'b000001;  
	localparam alg1=6'b000010;  
	localparam alg2=6'b000100;  
	localparam alg3=6'b001000;  
	localparam alg4=6'b010000;  
	localparam alg5=6'b100000;  
	always @(posedge clk) begin
		if(rst) begin
			alg_state <= alg0;
		end else begin
			case(alg_state)
				alg0: begin 
					if(alg_ctl==1) alg_state<=alg1; 
					else if(alg_ctl==2) alg_state<=alg2;
					else if(alg_ctl==3) alg_state<=alg3;
					else if(alg_ctl==4) alg_state<=alg4;
				end
				alg1: begin
					alg_result <= operand1 + operand2;
					alg_state <= alg5;
				end
				alg2: begin
					alg_result <= operand1 + operand2;
					alg_state<=alg5;
				end
				alg3: begin 
					alg_result <= operand1 + operand2;
					alg_state<=alg5;
				end
				alg4: begin
					alg_result <= operand1 + operand2;
					alg_state<=alg5;
				end
				alg5: begin
					if(alg_release) alg_state<=alg0;
				end
				default: alg_state<= alg0;
			endcase
		end
	end
	reg [3:0] op_ctl;
	reg 			op_flag;  
	reg       op_release;
	reg [31:0] dat_tmp;
	always @(posedge clk) begin
		if(rst) begin
			op_ctl <= 0;  
			op_flag <= 0; 
			rdy<=1;
		end else begin
			op_flag <= 0;  						 
			if(op_ctl==1) op_ctl<= 0;  
			if(req_valid&&rdy&&(error==0)) begin  
				rdy<= 0;  							 
				op_ctl <= req_instr+1;   
				dat_tmp<= req_operand;   
				if(req_instr==1||req_instr==2||req_instr==3||req_instr==4) op_flag<= 1; 
			end else if(op_release==1) begin
				rdy<=1;
			end
		end
	end
	reg [2:0] op_state;
	localparam  OP0=3'b001;  
	localparam  OP1=3'b010;  
	localparam  OP2=3'b100;  
	always @(posedge clk) begin
		if(rst) begin
			op_state <= OP0;
			st_release<=0;
			st_ctl<=0;
			alg_release<=0;
			alg_ctl<=0;
			op_release<=0;
		end else begin
			st_release<=0;
			alg_release<=0;
			op_release<=0;
			case(op_state)
				OP0: begin  
					if(op_ctl==1) op_state <= OP1;  
					else if(op_flag==1) op_state <= OP2;  
				end
				OP1: begin   
					if(st_state==st0) begin   
						st_ctl<=1;
						dat_i<= dat_tmp;  
					end else begin
						if(st_state==st3) begin  
							st_ctl<=0;
							st_release<=1;
							op_release<=1;
							op_state<=OP0;
						end
					end
				end
				OP2: begin  
					if(st_state==st0 && alg_state==alg0) begin   
						st_ctl<=2;   
					end else begin
						if(st_state==st3 && alg_state==alg0) begin  
							st_release<=1;  
							st_ctl<=0;     
							if(op_ctl==2) alg_ctl<=1;    
							else if(op_ctl==3) alg_ctl<=2;    
							else if(op_ctl==4) alg_ctl<=3;    
							else if(op_ctl==5) alg_ctl<=4;    
						end else begin
							if(st_state==st0 && alg_state==alg5) begin  
								st_ctl<=1;      
								dat_i<= alg_result;  
							end else begin
								if(st_state==st3) begin
									st_ctl<=0;
									st_release<=1;
									alg_ctl<=0;
									alg_release<=1;
									op_release<=1;
									op_state<=OP0;
								end
							end
						end
					end
				end
				default: begin
					op_state <= OP0;
					st_ctl<=0;
					alg_ctl<=0;
				end
			endcase
		end
	end 
	assign result = dat_o;
	assign result_valid = (op_release | rdy )&(counter>0);
	always @(*) begin
		if(counter<2&&req_valid&&req_instr!=0) error = 1; 
		else if(full&&req_valid&&req_instr==0) error = 2; 
		else if(req_valid&&req_instr>4) error = 3; 
		else error=0;
	end
endmodule
</file>
<file path="flow/run.sh">
#!/bin/bash
# OpenROAD 26Q1-2900-gdf79404cd8, Yosys 0.63+post, stock flow scripts
make -C /OpenROAD-flow-scripts/flow DESIGN_CONFIG=/design/flow/config.mk WORK_HOME=/design/flow/orfs finish
</file>
<file path="flow/config.mk">
export PLATFORM = sky130hd
export DESIGN_NAME = calculator
export DESIGN_NICKNAME = calculator
export VERILOG_FILES = /design/flow/design.v
export SDC_FILE = /design/flow/constraint.sdc
export NUM_CORES = 4
export LEC_CHECK = 1
export CORE_UTILIZATION = 50
</file>
<file path="flow/constraint.sdc">
current_design calculator

set clk_period 11.7
set clk_io_pct 0.2

create_clock -name clk0 -period $clk_period [get_ports {clk}]

set non_clock_inputs [all_inputs -no_clocks]
set_input_delay [expr $clk_period * $clk_io_pct] -clock clk0 $non_clock_inputs
set_output_delay [expr $clk_period * $clk_io_pct] -clock clk0 [all_outputs]
</file>
==> run summary <==
Summary of implementation figures.

Synthesis
The commonest register cell after synthesis is sky130_fd_sc_hd__edfxtp_1. After synthesis, the most frequently instantiated cells are sky130_fd_sc_hd__edfxtp_1, sky130_fd_sc_hd__mux2_2, sky130_fd_sc_hd__mux4_2, sky130_fd_sc_hd__a21oi_1, sky130_fd_sc_hd__nor2_1. The number of enable-type register cells in the synthesized netlist is 416. After synthesis the netlist holds a flip-flop and latch count of ~450. The register area share after synthesis is 0.7184.

Among all cell types in the netlist, the one instantiated most often is sky130_fd_sc_hd__edfxtp_1. In this run, the synthesized area fraction spent on adder and majority cells is recorded as 0.03093. Per the synthesis report, the number of distinct cell types is 70.

The per-instance average area after synthesis is between 15 and 20 µm². For this run, the chip area from Yosys synthesis comes to roughly 18000 µm². The area fraction in mux cells is 0.1203. Of the total synthesized cell area, the portion taken by XOR and XNOR cells is 0.01709.

The largest total area in the synthesized netlist belongs to sky130_fd_sc_hd__edfxtp_1. The synthesized netlist handed to floorplanning was reported with a cell count of 1045. The async set-or-reset flop fraction in the synthesized netlist is 0. After synthesis, the design contains approximately 1.0k cells according to Yosys. Yosys attributes the largest share of cell area to sky130_fd_sc_hd__edfxtp_1, sky130_fd_sc_hd__mux4_2, sky130_fd_sc_hd__dfxtp_1.

The count of yosys warnings during synthesis is 2. The portion of synthesized cell area occupied by the leading cell type is 0.6772. The post-synthesis instance area is roughly 18000 µm².

The post-synthesis share of cell area spent on and-or and or-and gates is 0.05236. The fraction of the mapped netlist area in simple logic gates is 0.04449. The dominant non-sequential cell family after synthesis is multiplexers.

Global routing
Across every metal layer, demand over resource in global routing totals 0.2240. The number of antenna violations at the first check in global routing is 0. The first global-routing pass estimated about 57 mm of wire. The number of global-route vias before repair is 10.02k. Entering global routing, the biggest net connects roughly 45 pins. The final global-route overflow total is 0.

Detailed routing
After the first detailed-routing iteration, the DRC count stood at 427. The total routed wirelength is roughly 37 mm. The routed layout has 9309 vias. TritonRoute output was used to compute an average wire per cell of about 22 µm. According to the report, the first pass of detailed routing completed in 5 iterations. Antenna repair during routing inserted a diode count of 0. The via-per-instance ratio is ~5.7. Per the detail_route report, DRC violations left total 0. The detail route stage leaves a number of antenna-violating nets equal to 0.

Critical path
The type of origin of the critical path is a primary input. The signal on the critical path passes through clkdlybuf4s50_1, inv_1, ha_1, a221oi_2, nor2b_1, nor2b_1, clkdlybuf4s50_1. The report shows a maximum critical-path fanout of 5. The arrival time of the worst setup path is approximately 4.2 ns. Broken down by cell family, the worst path's largest delay share belongs to buffers and inverters. For flop-to-flop paths, the worst setup slack is 7.57 ns. For the worst setup path, the data required time is roughly 9.4 ns. The cell type of the slowest stage on the worst timing path is sky130_fd_sc_hd__clkdlybuf4s50_1. Among all stages on the critical path, the maximum delay recorded is 0.54 ns. The kind of critical path is primary input to primary output. Together, buffers and inverters on the worst path number 3.

STA classifies the critical path endpoint as a primary output.

Final layout
In this run the layout overhead on the synthesized area is reported as 15.48%. The footprint of the flip-flops and latches is 13260 µm². The area taken by multi-input combinational cells is reported as 4982 µm².

The fraction of final layout cells with drive strength greater than 1 is 0.2063. The final layout report lists a filler cell count of 2618. The fraction of the core area covered by cells at the end of the flow is 0.5932.

Clock tree
The root buffer cell chosen for the clock tree is sky130_fd_sc_hd__clkbuf_16. The report lists the number of cells resized after CTS as 0. The buffer depth of the longest clock path is 3. The H-tree was split into 2 levels. The clock-pin slew reported for the worst setup and hold paths after clock tree synthesis is approximately 0.05 ns. The TritonCTS clock tree is yes. Clock tree synthesis found a total of 454 sinks.

Clock latency on the worst-skew pair, taken at its later pin, is ~0.56 ns. The number of CTS-inserted buffers is 47. The count of buffers added by post-CTS timing repair for setup is 0. For this design, the CTS-stage hold fixing added 0 buffers.

Timing
Across all hold checks on the routed design, the worst slack comes to 0.4427 ns. Per the final timing report, the hold violations number 0. Pins over their slew limit in the final report were tallied at 0.

The final period demand of the worst path is ~6.5 ns. Adding up every negative setup slack in the final design gives 0 ns. In the final report, the number of endpoints failing setup comes to 0.

The slew check shows that the tightest pin keeps a relative margin of 0.4918. The achievable frequency is between 0.15 and 0.2 GHz. After layout, the setup clock skew is reported as ~0.018 ns. The slew of the pin with the lowest slew margin is roughly 0.76 ns. Setup repair after global routing left no endpoint under its margin. The final timing summary puts the cycle share of the worst path at 0.5549.

Power and ir drop
The total power per unit cell area is 153.2 nW/µm². The leakage component of the power was reported as about 7 nW. IR analysis of the VDD net gives a maximum drop of approximately 0.09 mV.

Run
Across the run, the number of max-cap violations was 0. Warnings raised by the tools during the run amount to 34.

Place
In this run the tool buffered the top-level ports with about 73 buffer cells. The placement summary gives the final routability congestion estimate as roughly 0.86. The sum of net half-perimeters after detailed placement is 21.06 mm.

Floorplanning
The top-level I/O count is 80. The pre-placement core utilization is 0.5137. The row count is about 69. The vertical die dimension reported for this design is 194.1 µm. The area inside the core boundary is approximately 36000 µm².

The die outline area is roughly 38000 µm². The die span in x is 194.1 µm.

Run status
The run finished with clean final reports.

Worst hold path
The worst hold path class is flop to flop.
## cell usage in the layout, fill, tap and decap left out, drive strengths merged, types with 18 or more instances in the layout
cell / netlist / final
inv: 23 / 25
edfxtp: 416 / 416
nand2: 39 / 39
buf: 23 / 19
xnor2: 24 / 24
a21o: 18 / 18
clkinv: 0 / 19
ha: 44 / 44
o21ai: 26 / 26
nor2: 45 / 45
mux4: 64 / 64
clkbuf: 21 / 58
clkdlybuf4s50: 0 / 73
dfxtp: 38 / 38
a21oi: 54 / 54
mux2: 67 / 67
## worst reg2reg max path, delay by kind of cell, from the launching register on
| kind | cells | cell delay (ns) |
|---|---|---|
| adders and majority gates | 1 | 0.79 |
| AOI/OAI and AO/OA | 1 | 0.11 |
| and+or+nand+nor | 3 | 0.95 |
| buffers and inverters | 3 | 1.36 |
| DFF | 1 | 0.54 |
## registers in the layout, summed over array words and instances (netlist names)
name,count
i_stack.stack_mem,256
alg_result,32
dat_i,32
dat_tmp,32
operand1,32
operand2,32
alg_state,6
alg_ctl,4
i_stack.SP,4
op_cnt,4
op_ctl,4
st_state,4
op_state,3
st_ctl,2
alg_release,1
en,1
op_flag,1
op_release,1
rdy,1
st_release,1
wr,1
## cells by family after synthesis
logic type	Yosys count
adder cells (fa/ha/maj)	45
AND/OR/NAND/NOR	162
other	1
multiplexers	133
XOR/XNOR	36
flip-flops	454
buffers and inverters	67
AND-OR/OR-AND	147
## report_power, final
part	internal [mW]	total (mW)	switching, mW
logic	0.0193	0.0349	0.0156
registers	1.75	1.76	0.00341
clock network	0.874	1.47	0.600
total	2.65	3.26	0.619
## layer usage
layer / vias up / share of wire / global-route usage
li1: 4323 / - / -
met1: 4493 / 0.38 / 0.3270
met2: 441 / 0.46 / 0.3160
met3: 50 / 0.15 / 0.1452
met4: 2 / 0.017 / 0.03586
met5: - / 0.0012 / 0.008940
## final timing paths
check | startpoint | end | cells past startpoint
worst max register to register | i_stack.SP[0]$_SDFFE_PP0P_ | dat_tmp[8]$_DFFE_PP_ | 8
worst max-delay path | req_instr[0] | error[1] | 7
worst min-delay path | op_flag$_SDFF_PP0_ | op_state[0]$_DFF_P_ | 1
worst min register to register | op_flag$_SDFF_PP0_ | op_state[0]$_DFF_P_ | 1
## metrics by stage
step,power (mW),std cells,setup WS (ns),cell area (µm²)
global placement,1.825,1559,5.249,19780
finish,3.264,1644,5.208,21300
CTS,3.298,1644,5.204,21300
detailed placement,1.825,1559,5.215,19780
floorplan,1.806,1050,5.841,18470
global route,3.360,1644,5.100,21300
## cell type report
| class | count | area share |
|---|---|---|
| clock buffer | 58 | 0.05914 |
| clock inverter | 27 | 0.01257 |
| inverter | 23 | 0.004052 |
| multi-input combinational | 529 | 0.2339 |
| sequential | 454 | 0.6223 |
| tap | 461 | 0.02707 |
| timing repair buffer | 92 | 0.04099 |
Power and IR drop assume default switching activity.
